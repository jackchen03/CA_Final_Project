==> design.v <==
module ALU_Control(rst_n, I_in, ALUOp, alu_ctrl_out);
    input rst_n;
    input [31:0] I_in;
    input [1:0] ALUOp;
    output reg [3:0] alu_ctrl_out;
    always @(*) begin
        if (!rst_n) begin
            alu_ctrl_out = 0;
        end
        else begin 
            case(ALUOp)
                2'b00: alu_ctrl_out = 4'b0010;
                2'b01: alu_ctrl_out = 4'b0110;
                2'b10: begin 
                    case(I_in[14:12])
                        3'b000: alu_ctrl_out = (I_in[30] & I_in[5]) ? 4'b0110 : 4'b0010;
                        3'b111: alu_ctrl_out = 4'b0000;
                        3'b110: alu_ctrl_out = 4'b0001;
                        3'b010: alu_ctrl_out = 4'b1000;  
                        3'b001: alu_ctrl_out = 4'b1001;  
                        3'b101: alu_ctrl_out = 4'b1010;  
                        default: alu_ctrl_out = 0;
                    endcase
                end                   
                2'b11: alu_ctrl_out = 4'b0010;
                default: alu_ctrl_out = 0;
            endcase
        end
    end
endmodule
module ALU(rst_n, alu_in_1, alu_in_2, alu_ctrl, alu_out, zero);
    input rst_n;
    input[31:0] alu_in_1;
    input[31:0] alu_in_2;
    output [31:0] alu_out;
    reg [31:0] alu_out_r;
    input[3:0] alu_ctrl;
    output reg zero;
    wire value_zero;
    assign alu_out = alu_out_r;
    assign value_zero = (alu_out_r == 32'b0);
    always @(*) begin
        if (!rst_n) begin
            zero = 0;
            alu_out_r = 0;
        end
        else begin 
            zero = alu_ctrl[2] & value_zero;   
            case(alu_ctrl)
                4'b0000: alu_out_r = alu_in_1 & alu_in_2;
                4'b0001: alu_out_r = alu_in_1 | alu_in_2;
                4'b0010: alu_out_r = alu_in_1 + alu_in_2;
                4'b0110: alu_out_r = alu_in_1 - alu_in_2;
                4'b1000: begin 
                    if (alu_in_1 < alu_in_2) begin 
                        alu_out_r = 1;
                    end
                    else begin 
                        alu_out_r = 0;
                    end
                end
                4'b1001: alu_out_r = alu_in_1 << alu_in_2[4:0];
                4'b1010: alu_out_r = alu_in_1 >>> alu_in_2[4:0];
                default: alu_out_r = 0;
            endcase
        end
    end    
endmodule
module Control(rst_n, Con_in, Branch, MemRead, ALUOp, MemWrite, ALUSrc, RegWrite, RegWrite_src, Jal, Jalr, Auipc, Mul);
	input rst_n;
	input [7:0] Con_in;
	output reg Branch;
	output reg MemRead;
	output reg MemWrite;
	output reg ALUSrc;
	output reg RegWrite;
	output reg Jal;
	output reg Jalr;
	output reg [1:0] ALUOp;
	output reg [1:0] RegWrite_src;
	output reg Auipc;
	output reg Mul;
	always @(*) begin
		if (!rst_n) begin
            Branch = 0;
			MemRead = 0;
			RegWrite_src = 0;
			MemWrite = 0;
			ALUSrc = 0;
			RegWrite = 0;
			ALUOp = 0;
			Jal = 0;
			Jalr = 0;
			Auipc = 0;
			Mul = 0;
        end
        else begin 
	    	ALUSrc = (~Con_in[6] & (~Con_in[4] | ~Con_in[5])) | Con_in[2];
			RegWrite_src[0] = ~Con_in[5] & ~Con_in[4] ;   
			RegWrite_src[1] = Con_in[2] & Con_in[5];     
			RegWrite = Con_in[4] | ~Con_in[5] | Con_in[2];
			MemRead = ~Con_in[5] ;
			MemWrite = Con_in[5] & ~Con_in[4] & ~Con_in[6];
			Branch = Con_in[6] & ~Con_in[2];
			ALUOp[1] =  Con_in[4] | Con_in[2];
			ALUOp[0] = Con_in[6];
			Jal = Con_in[2] & Con_in[3];
			Jalr = ~Con_in[4] & ~Con_in[3] & Con_in[2];
			Auipc = Con_in[2] & ~Con_in[5];
			Mul = ~Con_in[6] & Con_in[5] & Con_in[4] & ~Con_in[3] & ~Con_in[2] & Con_in[1] & Con_in[0] & Con_in[7];
		end 
    end
endmodule
module Imm_Gen(rst_n, I_in, imm_out);
	input rst_n;
	input [31:0] I_in;
	output reg [31:0] imm_out;
	always @(*) begin
		if (!rst_n) begin
            imm_out = 0;
        end
		else begin 
			case (I_in[6:5])
				2'b00: begin
					imm_out = I_in[2] ? (I_in & {20'b1, 12'b0}) : { {20{I_in[31]}}, I_in[31:20]};   
				end
				2'b01: imm_out = { {20{I_in[31]}}, I_in[31:25], I_in[11:7]};
				2'b10: imm_out = { {20{I_in[31]}}, I_in[31], I_in[7], I_in[30:25], I_in[11:8]};
				2'b11: begin
					case (I_in[3:2]) 
						2'b00: imm_out = { {20{I_in[31]}}, I_in[31], I_in[7], I_in[30:25], I_in[11:8]};  	 
						2'b01: imm_out = { {20{I_in[31]}}, I_in[31:20]};  									 
						2'b11: imm_out = { {12{I_in[31]}}, I_in[31], I_in[19:12], I_in[20], I_in[30:21]};	 
					endcase
				end 
				default : imm_out = 0;
			endcase
		end
	end
endmodule
module PC_CAL(rst_n, pc_in, pc_out, mul, mul_ready, jump_signal, jump_addr, read_data);
	input rst_n;
    input mul;
    input mul_ready;
    input  [1:0]  jump_signal;
    input  [31:0] jump_addr;
    input  [31:0] pc_in;
    input  [31:0] read_data;
    output reg [31:0] pc_out;
    always @(*) begin
    	if (!rst_n) begin
            pc_out = 0;
        end
        else begin
            if (mul) begin 
                if (mul_ready) begin 
                    pc_out = pc_in+4;
                end
                else begin 
                    pc_out = pc_in;
                end
            end
            else begin 
                case (jump_signal) 
                    2'b00: pc_out = pc_in+4;
                    2'b01: pc_out = pc_in+jump_addr;
                    2'b10: pc_out = read_data;
                    default: pc_out = 0;
                endcase  
            end
        end 
    end
endmodule
module CHIP(clk,
            rst_n,
            mem_wen_D,
            mem_addr_D,
            mem_wdata_D,
            mem_rdata_D,
            mem_addr_I,
            mem_rdata_I);
    input         clk, rst_n ;
    output        mem_wen_D  ;
    output [31:0] mem_addr_D ;
    output [31:0] mem_wdata_D;
    input  [31:0] mem_rdata_D;
    output [31:0] mem_addr_I ;
    input  [31:0] mem_rdata_I;
    reg    [31:0] PC          ;               
    wire   [31:0] PC_nxt      ;               
    wire          regWrite    ;               
    wire   [ 4:0] rs1, rs2, rd;               
    wire   [31:0] rs1_data    ;               
    wire   [31:0] rs2_data    ;               
    wire   [31:0] rd_data     ;               
    wire branch, memRead, memWrite, aluSrc2_imm;   
    wire [1:0] aluOp;  
    wire [1:0] regWrite_src;
    wire jal;   
    wire jalr;   
    wire jump;   
    wire auipc;
    wire [31:0] jump_addr;
    wire [31:0] imm_addr;  
    wire alu_equal;   
    wire [31:0] alu_in_1; 
    wire [31:0] alu_in_2;  
    wire [31:0] alu_out;
    wire [3:0] alu_ctrl_out;  
    wire mul;
    wire mul_ready;
    wire [31:0] mul_out;
    reg_file reg0(                            
        .clk(clk),                            
        .rst_n(rst_n),                        
        .wen(regWrite),                       
        .a1(rs1),                             
        .a2(rs2),                             
        .aw(rd),                              
        .d(rd_data),                          
        .q1(rs1_data),                        
        .q2(rs2_data));                       
    assign rs1 = mem_rdata_I[19:15];
    assign rs2 = mem_rdata_I[24:20];
    assign rd = mem_rdata_I[11:7];
    assign jump = (alu_equal & branch) | jal;
    assign jump_addr = imm_addr << 1;
    assign alu_in_1 = auipc ? PC : rs1_data;   
    assign alu_in_2 = aluSrc2_imm ? imm_addr : rs2_data;
    assign mem_wen_D = memWrite;
    assign mem_addr_I = PC;
    assign mem_addr_D = alu_out;
    assign mem_wdata_D = rs2_data;
    PC_CAL pc_cal(
        .rst_n(rst_n),
        .pc_in(PC), 
        .pc_out(PC_nxt), 
        .mul(mul),
        .mul_ready(mul_ready),
        .jump_signal({jalr, jump}), 
        .jump_addr(jump_addr),
        .read_data(alu_out)
    );
    Control control(
        .rst_n(rst_n),
        .Con_in({mem_rdata_I[25] ,mem_rdata_I[6:0]}), 
        .Branch(branch), 
        .MemRead(memRead), 
        .RegWrite_src(regWrite_src), 
        .ALUOp(aluOp), 
        .MemWrite(memWrite), 
        .ALUSrc(aluSrc2_imm), 
        .RegWrite(regWrite),
        .Jal(jal),
        .Jalr(jalr),
        .Auipc(auipc),
        .Mul(mul)
    );
    Imm_Gen imm_gen(
        .rst_n(rst_n),
        .I_in(mem_rdata_I), 
        .imm_out(imm_addr)
    );
    ALU_Control alu_ctrl(
        .rst_n(rst_n),
        .I_in(mem_rdata_I), 
        .ALUOp(aluOp), 
        .alu_ctrl_out(alu_ctrl_out)
    );
    ALU alu(
        .rst_n(rst_n),
        .alu_in_1(alu_in_1), 
        .alu_in_2(alu_in_2),
        .alu_ctrl(alu_ctrl_out),
        .alu_out(alu_out), 
        .zero(alu_equal)
    );
    RegWrite_Mux reg_mux(
        .rst_n(rst_n), 
        .ctrl(regWrite_src), 
        .pc(PC),
        .read_data(mem_rdata_D), 
        .alu_result(alu_out), 
        .regW_data(rd_data),
        .mul_ready(mul_ready),
        .mul_out(mul_out)
    );
    multDiv multdiv(
        .clk(clk),
        .rst_n(rst_n),
        .valid(mul),
        .ready(mul_ready),
        .mode(1'b0),
        .in_A(rs1_data),
        .in_B(rs2_data),
        .out(mul_out)
    );
    always @(posedge clk or negedge rst_n) begin
        if (!rst_n) begin
            PC <= 32'h00010000;  
        end
        else begin
            PC <= PC_nxt;
        end
    end
endmodule
module reg_file(clk, rst_n, wen, a1, a2, aw, d, q1, q2);
    parameter BITS = 32;
    parameter word_depth = 32;
    parameter addr_width = 5;  
    input clk, rst_n, wen;  
    input [BITS-1:0] d;
    input [addr_width-1:0] a1, a2, aw;
    output [BITS-1:0] q1, q2;
    reg [BITS-1:0] mem [0:word_depth-1];
    reg [BITS-1:0] mem_nxt [0:word_depth-1];
    integer i;
    assign q1 = mem[a1];
    assign q2 = mem[a2];
    always @(*) begin
        for (i=0; i<word_depth; i=i+1)
            mem_nxt[i] = (wen && (aw == i)) ? d : mem[i];
    end
    always @(posedge clk or negedge rst_n) begin
        if (!rst_n) begin
            mem[0] <= 0;
            for (i=1; i<word_depth; i=i+1) begin
                case(i)
                    32'd2: mem[i] <= 32'hbffffff0;
                    32'd3: mem[i] <= 32'h10008000;
                    default: mem[i] <= 32'h0;
                endcase
            end
        end
        else begin
            mem[0] <= 0;
            for (i=1; i<word_depth; i=i+1)
                mem[i] <= mem_nxt[i];
        end       
    end
endmodule
module RegWrite_Mux(rst_n, ctrl, pc, read_data, alu_result, regW_data, mul_ready, mul_out);
	input rst_n;
    input  [1:0]  ctrl;
    input  [31:0] pc;
    input  [31:0] read_data;
    input  [31:0] alu_result;
    input mul_ready;
    input [31:0] mul_out;
    output reg [31:0] regW_data;
    always @(*) begin
    	if (!rst_n) begin
            regW_data = 0;
        end
        else begin
            if (mul_ready) begin 
                regW_data = mul_out;
            end
            else begin 
                case (ctrl) 
                    2'b00: regW_data = alu_result;
                    2'b01: regW_data = read_data;
                    2'b10: regW_data = pc +4;
                    default: regW_data = 0;
                endcase  
            end
        end 
    end
endmodule
module multDiv(
    clk,
    rst_n,
    valid,
    ready,
    mode,
    in_A,
    in_B,
    out
);
    input         clk, rst_n;
    input         valid, mode;  
    input  [31:0] in_A, in_B;
    output [63:0] out;
    output ready;
    parameter IDLE = 2'b00;
    parameter MULT = 2'b01;
    parameter DIV  = 2'b10;
    parameter OUT  = 2'b11;
    reg  [ 1:0] state, state_nxt;
    reg  [ 4:0] counter, counter_nxt;
    reg  [63:0] shreg, shreg_nxt;
    reg  [31:0] alu_in, alu_in_nxt;
    reg  [32:0] alu_out;
    reg ready_c, ready_nxt;
    assign out = shreg;
    assign ready = ready_c;
    always @(*) begin
        case(state)
            IDLE: begin
                if (valid == 0)
                    state_nxt = IDLE;
                else 
                    if (mode == 0)
                        state_nxt = MULT;
                    else
                        state_nxt = DIV;
            end
            MULT: begin 
                if (counter == 5'd31)
                    state_nxt = OUT;
                else 
                    state_nxt = MULT;
            end
            DIV : begin 
                if (counter == 5'd31)
                    state_nxt = OUT;
                else 
                    state_nxt = DIV;
            end
            OUT : state_nxt = IDLE;
        endcase
    end
    always @(*) begin
        case(state)
            MULT: begin 
                if (counter == 5'd31)
                    ready_nxt = 1;
                else 
                    ready_nxt = 0;
            end
            DIV : begin 
                if (counter == 5'd31)
                    ready_nxt = 1;
                else 
                    ready_nxt = 0;
            end
            default : ready_nxt = 0;
        endcase
    end
    always @(*) begin
        if (state == MULT || state == DIV)
            counter_nxt = counter + 1;
        else
            counter_nxt = 0;
    end
    always @(*) begin
        case(state)
            IDLE: begin
                if (valid) alu_in_nxt = in_B;
                else       alu_in_nxt = 0;
            end
            OUT : alu_in_nxt = 0;
            default: alu_in_nxt = alu_in;
        endcase
    end
    always @(*) begin
        case(state)
            MULT: begin
                if (shreg[0] == 1)
                    alu_out = alu_in + shreg[63:32];
                else 
                    alu_out = shreg[63:32];
            end
            DIV: begin
                if (shreg[62:31] < alu_in)  
                    alu_out = {shreg[62:31], 1'b0};
                else
                    alu_out = {shreg[62:31] - alu_in, 1'b1};
            end
            default: alu_out = 33'b0;
        endcase
    end
    always @(*) begin
        case(state)
            IDLE: begin
                if (valid) shreg_nxt = {33'b0, in_A};
                else       shreg_nxt = 0;
            end
            MULT: begin
                shreg_nxt[63:31] = alu_out;
                shreg_nxt[30:0] = shreg[31:1];
            end
            DIV: begin
                shreg_nxt[63:32] = alu_out[32:1];
                shreg_nxt[31:1] = shreg[30:0];
                shreg_nxt[0] = alu_out[0];
            end
            default: shreg_nxt = shreg;
        endcase
    end
    always @(posedge clk or negedge rst_n) begin
        if (!rst_n) begin
            state   <= IDLE;
            counter <= 0;
            shreg   <= 0;
            alu_in  <= 0;
            ready_c <= 0;
        end
        else begin
            state   <= state_nxt;
            counter <= counter_nxt;
            shreg   <= shreg_nxt;
            alu_in  <= alu_in_nxt;
            ready_c <= ready_nxt;
        end
    end
endmodule
==> run.sh <==
#!/bin/bash
# OpenROAD 26Q1-2900-gdf79404cd8, Yosys 0.63+post, stock flow scripts
make -C /OpenROAD-flow-scripts/flow DESIGN_CONFIG=/design/flow/config.mk WORK_HOME=/design/flow/orfs finish
==> config.mk <==
export PLATFORM = sky130hd
export DESIGN_NAME = CHIP
export DESIGN_NICKNAME = CHIP
export VERILOG_FILES = /design/flow/design.v
export SDC_FILE = /design/flow/constraint.sdc
export NUM_CORES = 4
export LEC_CHECK = 1
export CORE_UTILIZATION = 40
==> constraint.sdc <==
current_design CHIP

set clk_period 39.6
set clk_io_pct 0.2

create_clock -name clk0 -period $clk_period [get_ports {clk}]

set non_clock_inputs [all_inputs -no_clocks]
set_input_delay [expr $clk_period * $clk_io_pct] -clock clk0 $non_clock_inputs
set_output_delay [expr $clk_period * $clk_io_pct] -clock clk0 [all_outputs]
==> flow_summary.html <==
<h3>Run summary</h3>
<table>
<tr><th>Metric</th><th>Value</th></tr>
<tr><th colspan="2">Floorplanning</th></tr>
<tr><td>Total die area</td><td>183,000 µm²</td></tr>
<tr><td>Effective utilization at floorplan</td><td>0.404</td></tr>
<tr><td>Std cell rows</td><td>155</td></tr>
<tr><td>Vertical extent of the die</td><td>427 µm</td></tr>
<tr><td>Core area</td><td>179,000 µm²</td></tr>
<tr><td>Number of top-level pins</td><td>163</td></tr>
<tr><td>Horizontal die dimension</td><td>427 µm</td></tr>
<tr><th colspan="2">Cells and area</th></tr>
<tr><td>Multi-input gate area in the final layout</td><td>40,600 µm²</td></tr>
<tr><td>Fillers</td><td>17,131</td></tr>
<tr><td>Ratio of cells with drive above 1 in the final layout</td><td>0.0946</td></tr>
<tr><td>Final core area utilization</td><td>0.458</td></tr>
<tr><td>Area growth syn-to-layout</td><td>13.2%</td></tr>
<tr><td>Fin area</td><td>81,900 µm²</td></tr>
<tr><td>Sequential cell area</td><td>28,600 µm²</td></tr>
<tr><th colspan="2">Place</th></tr>
<tr><td>Post-Place Cell Area</td><td>77,100 µm²</td></tr>
<tr><td>Detailed Place HPWL</td><td>284,000 µm</td></tr>
<tr><td>Port Buf Inserts</td><td>162</td></tr>
<tr><td>Placer's final routability congestion estimate</td><td>1.08</td></tr>
<tr><th colspan="2">Setup path</th></tr>
<tr><td>Critical path class</td><td>input port to output pin</td></tr>
<tr><td>Startpoint Class</td><td>input port</td></tr>
<tr><td>Max stage delay on crit path</td><td>0.65 ns</td></tr>
<tr><td>Slack of the worst reg-to-reg path</td><td>30.31 ns</td></tr>
<tr><td>Standard cell with the maximum stage delay on the critical path</td><td>sky130_fd_sc_hd__nor2_4</td></tr>
<tr><td>Cell seen most often among critical-path stages</td><td>sky130_fd_sc_hd__buf_4</td></tr>
<tr><td>Required time worst endpoint</td><td>31.68 ns</td></tr>
<tr><td>Nature of the critical path endpoint</td><td>output pin</td></tr>
<tr><td>Crit path arrival time</td><td>16.79 ns</td></tr>
<tr><td>CP Max Fanout</td><td>42</td></tr>
<tr><th colspan="2">Yosys</th></tr>
<tr><td>Syn Std Cell Area</td><td>72,400 µm²</td></tr>
<tr><td>Ys flop type</td><td>sky130_fd_sc_hd__dfrtp_1</td></tr>
<tr><td>Proportion of register bits with asynchronous set or reset after synthesis</td><td>0.983</td></tr>
<tr><td>Count of synthesis-stage warnings from yosys</td><td>12</td></tr>
<tr><td>Number of library cell types mapped by synthesis</td><td>102</td></tr>
<tr><td>Chip area in the Yosys report</td><td>72,400 µm²</td></tr>
<tr><td>Post-synthesis cell count from yosys</td><td>8,668</td></tr>
<tr><td>Number of instances in the synthesized netlist</td><td>8,668</td></tr>
<tr><td>Number of flops mapped to enable cells by yosys</td><td>0</td></tr>
<tr><td>Average footprint of a synthesized cell</td><td>8.35 µm²</td></tr>
<tr><td>Number of register bits inferred by synthesis</td><td>1,149</td></tr>
<tr><th colspan="2">Min path</th></tr>
<tr><td>Tightest Hold Check Type</td><td>flop to flop</td></tr>
<tr><th colspan="2">STA</th></tr>
<tr><td>Max_slew headroom</td><td>0.0626</td></tr>
<tr><td>Post-route minimum period</td><td>24.71 ns</td></tr>
<tr><td>Endpoints failing setup</td><td>0</td></tr>
<tr><td>Transition time at the pin with the least slew margin</td><td>1.41 ns</td></tr>
<tr><td>Max-slew violations</td><td>0</td></tr>
<tr><td>Count of endpoints without a timing constraint</td><td>20</td></tr>
<tr><td>Post-route fraction of the period consumed by the critical path</td><td>0.624</td></tr>
<tr><td>Post-route setup TNS</td><td>0 ns</td></tr>
<tr><td>Register pins left without a clock</td><td>20</td></tr>
<tr><td>Hold Fails Final Rpt</td><td>0</td></tr>
<tr><td>Highest clock frequency the design can meet</td><td>40.5 MHz</td></tr>
<tr><td>Final clock skew</td><td>0.0674 ns</td></tr>
<tr><td>Setup repair after global routing missed its margin</td><td>false</td></tr>
<tr><th colspan="2">Power</th></tr>
<tr><td>Pleak</td><td>37.2 nW</td></tr>
<tr><td>Net switching power of the design</td><td>0.977 mW</td></tr>
<tr><td>Int Pwr</td><td>2.15 mW</td></tr>
<tr><td>Proportion of power drawn by flip-flops and latches</td><td>0.410</td></tr>
<tr><td>Combinational share of power</td><td>0.160</td></tr>
<tr><td>Worst IR Drop VDD</td><td>0.0364 mV</td></tr>
<tr><td>Clock network power share</td><td>0.430</td></tr>
<tr><td>Tot Pwr</td><td>3.13 mW</td></tr>
<tr><td>Cell area power density</td><td>38.2 nW/µm²</td></tr>
<tr><td>Switching power share of the total</td><td>0.312</td></tr>
<tr><th colspan="2">Route</th></tr>
<tr><td>Routed metal-1 wire length</td><td>150,000 µm</td></tr>
<tr><td>DR WL met3</td><td>61,500 µm</td></tr>
<tr><td>Initial DRC count</td><td>9,663</td></tr>
<tr><td>Wire length reported by the detailed router</td><td>416,000 µm</td></tr>
<tr><td>Residual antenna-violating net count after detailed routing</td><td>0</td></tr>
<tr><td># DRC</td><td>0</td></tr>
<tr><td>Top routing layer in use</td><td>met5</td></tr>
<tr><td>Met2 Routed Length</td><td>169,000 µm</td></tr>
<tr><td>Vias</td><td>75,509</td></tr>
<tr><td>Routed len/inst</td><td>37.8 µm</td></tr>
<tr><td>Detailed Routing Iterations Pass 1</td><td>7</td></tr>
<tr><td>Via/cell ratio</td><td>6.86</td></tr>
<tr><th colspan="2">Global route</th></tr>
<tr><td>Global-route wire length before repair</td><td>574,000 µm</td></tr>
<tr><td>Maximum number of pins on one net before global-route repair</td><td>150</td></tr>
<tr><td>Initial antenna violation count</td><td>36</td></tr>
<tr><td>Aggregate global routing overflow</td><td>0</td></tr>
<tr><td>GRT Resource Usage Total</td><td>0.468</td></tr>
<tr><td>Via count of the first global-routing pass</td><td>71,424</td></tr>
<tr><th colspan="2">Status</th></tr>
<tr><td>Status</td><td>finished, final reports clean</td></tr>
<tr><th colspan="2">Clocking</th></tr>
<tr><td>Maximum clock insertion buffer count</td><td>3</td></tr>
<tr><td>Inserted Clock Buffers</td><td>132</td></tr>
<tr><td>Number of buffers inserted by post-CTS setup repair</td><td>0</td></tr>
<tr><td>CTS root buf</td><td>sky130_fd_sc_hd__clkbuf_16</td></tr>
<tr><td>Post-CTS Hold Buffers</td><td>0</td></tr>
<tr><td>Clock tree from TritonCTS</td><td>done</td></tr>
<tr><td>Late-Pin Clk Latency</td><td>0.83 ns</td></tr>
<tr><td>CTS HTree Levels</td><td>4</td></tr>
<tr><td>Number of resized instances in the post-cts repair step</td><td>0</td></tr>
<tr><td>Clock-pin slew reported for the worst setup and hold paths after clock tree synthesis</td><td>0.06 ns</td></tr>
<tr><th colspan="2">Job</th></tr>
<tr><td>Count of warning messages emitted by the tools</td><td>108</td></tr>
<tr><td># Max-Cap Violations</td><td>0</td></tr>
</table>
## Yosys cell counts, types with 84 or more instances
| master | instances | area, µm² |
|---|---|---|
| sky130_fd_sc_hd__dfrtp_1 | 1098 | 27500 |
| sky130_fd_sc_hd__a22oi_1 | 428 | 3210 |
| sky130_fd_sc_hd__ha_1 | 196 | 2450 |
| sky130_fd_sc_hd__a21oi_1 | 205 | 1030 |
| sky130_fd_sc_hd__mux2i_1 | 179 | 1790 |
| sky130_fd_sc_hd__o21ai_0 | 1161 | 5810 |
| sky130_fd_sc_hd__a221oi_1 | 104 | 911 |
| sky130_fd_sc_hd__nor3_1 | 92 | 460 |
| sky130_fd_sc_hd__nand4_1 | 101 | 632 |
| sky130_fd_sc_hd__xnor2_1 | 84 | 736 |
| sky130_fd_sc_hd__inv_1 | 172 | 646 |
| sky130_fd_sc_hd__nand2_1 | 1425 | 5350 |
| sky130_fd_sc_hd__and3_1 | 628 | 3930 |
| sky130_fd_sc_hd__clkbuf_1 | 662 | 2480 |
| sky130_fd_sc_hd__a2111oi_0 | 181 | 1590 |
| sky130_fd_sc_hd__nand3_1 | 229 | 1150 |
| sky130_fd_sc_hd__nor2_1 | 392 | 1470 |
## flip-flops by register name (all words and copies together) (netlist names)
register         flops
multdiv.shreg       64
PC                  32
reg0.mem           992
imm_gen.imm_out     20
multdiv.state        4
multdiv.alu_in      32
multdiv.counter      5
## cell families after synthesis
kind of cell | share of synthesized area
compound gates | 0.256
latches | 0.00415
xor+xnor | 0.0167
mux | 0.0309
simple gates | 0.212
buf+inv | 0.0538
fa+ha+maj | 0.0353
flops | 0.391
## critical path: cells and delay by family
family	cells	cell delay, ns
fa+ha+maj	1	0.31
xor+xnor	1	0.15
compound gates	11	3.21
simple gates	6	2.28
buf+inv	6	2.79
## final cells by class
class,instances,share of cell area
sequential,1149,0.349
antenna,34,0.00104
tap,2355,0.0360
inverter,187,0.00857
clock inverter,59,0.0114
multi-input combinational,6537,0.495
clock buffer,183,0.0468
timing repair buffer,501,0.0518
## final timing paths
kind / endpoint / cells after the start / start
max in group asynchronous: reg0.mem[23][10] / 6 / rst_n
min in group asynchronous: reg0.mem[26][8] / 1 / rst_n
worst min-delay path: multdiv.counter[0] / 1 / multdiv.counter[0]
worst min register to register: multdiv.counter[0] / 1 / multdiv.counter[0]
worst max-delay path: mem_addr_D[29] / 25 / mem_rdata_I[23]
worst max register to register: PC[29] / 26 / reg0.mem[16][6]
## metal layers
metal	vias up	GRT usage
li1	31646	-
met1	36728	0.585
met2	5493	0.635
met3	1610	0.245
met4	32	0.298
met5	-	0.0183
## power by group through the flow
stage	clock network, mW	logic [mW]	registers, mW
final	1.35	0.502	1.28
after global routing	1.40	0.524	1.29
after CTS	1.36	0.481	1.28
## through the flow
| step | worst slack [ns] | hold WS, ns | std cells |
|---|---|---|---|
| floorplan | 17.96 | 0.432 | 8668 |
| global placement | 15.09 | 0.451 | 10729 |
| detailed placement | 15.23 | 0.465 | 10729 |
| CTS | 15.20 | 0.473 | 10971 |
| global route | 14.67 | 0.483 | 10979 |
| finish | 14.89 | 0.470 | 11005 |
## layout by cell type (no fill, tap or decap), types with 55 or more instances in the layout
| cell type | n |
|---|---|
| sky130_fd_sc_hd__nand4_1 | 101 |
| sky130_fd_sc_hd__nand3_1 | 221 |
| sky130_fd_sc_hd__nor3_1 | 87 |
| sky130_fd_sc_hd__nand2b_1 | 55 |
| sky130_fd_sc_hd__buf_4 | 333 |
| sky130_fd_sc_hd__o21ai_0 | 1159 |
| sky130_fd_sc_hd__a31oi_1 | 66 |
| sky130_fd_sc_hd__dfrtp_1 | 1096 |
| sky130_fd_sc_hd__a2111oi_0 | 180 |
| sky130_fd_sc_hd__clkbuf_16 | 137 |
| sky130_fd_sc_hd__nor2_1 | 346 |
| sky130_fd_sc_hd__a22oi_1 | 428 |
| sky130_fd_sc_hd__clkdlybuf4s50_1 | 159 |
| sky130_fd_sc_hd__a221oi_1 | 104 |
| sky130_fd_sc_hd__xnor2_1 | 84 |
| sky130_fd_sc_hd__mux2i_1 | 179 |
| sky130_fd_sc_hd__a21oi_1 | 205 |
| sky130_fd_sc_hd__and3_1 | 627 |
| sky130_fd_sc_hd__o211ai_1 | 70 |
| sky130_fd_sc_hd__ha_1 | 196 |
| sky130_fd_sc_hd__inv_1 | 170 |
| sky130_fd_sc_hd__nand2_1 | 1401 |
Power figures rest on the tool's default switching activity, not on a simulated workload.
